==> design/flow/run.sh <==
#!/bin/bash
# OpenROAD 26Q1-2900-gdf79404cd8, Yosys 0.63+post, stock flow scripts
make -C /OpenROAD-flow-scripts/flow DESIGN_CONFIG=/design/flow/config.mk WORK_HOME=/design/flow/orfs finish
==> design/flow/config.mk <==
export PLATFORM = sky130hd
export DESIGN_NAME = Instr_ROM
export DESIGN_NICKNAME = Instr_ROM
export VERILOG_FILES = /design/flow/design.v
export SDC_FILE = /design/flow/constraint.sdc
export NUM_CORES = 4
export LEC_CHECK = 1
export CORE_AREA = 10 10 70 70
export DIE_AREA = 0 0 80 80
==> design/flow/constraint.sdc <==
current_design Instr_ROM

set clk_period 3.5
set clk_io_pct 0.2

create_clock -name clk0 -period $clk_period

set non_clock_inputs [all_inputs -no_clocks]
set_input_delay [expr $clk_period * $clk_io_pct] -clock clk0 $non_clock_inputs
set_output_delay [expr $clk_period * $clk_io_pct] -clock clk0 [all_outputs]
==> design/flow/design.v <==
`timescale 1ns / 1ps
module Instr_ROM(
    input [9:0] instr_rd_addr, 
    output reg [9:0] instr,
    output reg [2:0] read_reg1,
    output reg [2:0] read_reg2,
    output reg [9:0] jmp_addr,
    output reg [9:0] imm_val);
reg [9:0] memory[45:0];
reg [10:0] i;
    initial begin
        memory[0] = {2'b10, 8'b11111101};          
        memory[1] = 10'b0100000101;         
        memory[2] = {2'b10, 8'b11111011};          
        memory[3] = 10'b0100001101;         
        memory[4] = 10'b1000000000;         
        memory[5] = 10'b0010000101;         
        memory[6] = {4'b1101,6'd26};        
        memory[7] = 10'b0010001101;         
        memory[8] = {4'b1101,6'd24};        
        memory[9] = 10'b0011101000;         
        memory[10] = {4'b1101,6'd13};        
        memory[11] = 10'b0001101000;         
        memory[12] = 10'b0100000100;         
        memory[13] = 10'b0011101001;         
        memory[14] = {4'b1101, 6'd5};        
        memory[15] = 10'b0001101001;         
        memory[16] = 10'b0100001100;         
        memory[17] = {4'b1110,6'd19};        
        memory[18] = {4'b1100,6'd14};        
        memory[19] = {4'b1110,6'd17};        
        memory[20] = 10'b0001101010;         
        memory[21] = 10'b0100010100;         
        memory[22] = {4'b1100,6'd10};        
        memory[23] = 10'b0011101001;         
        memory[24] = {4'b1101,6'd7};        
        memory[25] = 10'b0001101001;         
        memory[26] = 10'b0100001100;         
        memory[27] = {4'b1110,6'd9};         
        memory[28] = 10'b0001101010;         
        memory[29] = 10'b0100010100;         
        memory[30] = {4'b1100,6'd2};         
        memory[31] = {4'b1110,6'd5};         
        memory[32] = 10'b1000000100;         
        memory[33] = 10'b0001010101;         
        memory[34] = 10'b0100010100;         
        memory[35] = 10'b1111000000;         
        memory[36] = 10'b1000000000;         
        memory[37] = 10'b0011101000;         
        memory[38] = {4'b1101,6'd2};         
        memory[39] = 10'b0111000000;         
        memory[40] = 10'b0000010001;         
        memory[41] = 10'b0100010100;         
        memory[42] = 10'b1000000001;         
        memory[43] = 10'b0001000101;         
        memory[44] = 10'b0100000100;         
        memory[45] = 10'b1100110111;         
    end
    always@(instr_rd_addr) begin
        instr = memory[instr_rd_addr];
    end
    always@(instr) begin
            read_reg1 = instr[5:3];
            read_reg2 = instr[2:0];
            jmp_addr = {instr[5], instr[5], instr[5], instr[5], instr[5:0]};
            imm_val = {instr[7], instr[7], instr[7:0]};
    end
endmodule
==> summary.txt <==
Entry: Yosys synthesis followed by OpenROAD place and route.

Run status:
- The run finished with clean final reports.

Cells and area:
- Per the final layout report, the fraction of cells sized above drive strength 1 comes to 23.40%.
- The run gives the count of filler cells inserted in the layout as around 320.
- Once layout is complete, the cells apart from fillers number 234.
- The run puts the area growth from synthesis to layout at 45.73%.
- According to the cell report, flip-flops and latches in the layout number 0.
- The run gives the final-layout clock buffer total as 0.
- Leaving out fill and tap cells, the most frequent cells in the layout are sky130_fd_sc_hd__clkdlybuf4s50_1 (36), sky130_fd_sc_hd__buf_4 (23), sky130_fd_sc_hd__nand2_1 (14).
- The area taken by sequential standard cells is reported as 0 um2.
- The run gives the final design area excluding fillers as 1623 um2.
- The library cell used most frequently in the layout, excluding fill and tap cells, is sky130_fd_sc_hd__clkdlybuf4s50_1.

Critical path:
- For this design, the slowest cell found on the critical path is sky130_fd_sc_hd__clkdlybuf4s50_1.
- STA classifies the critical path startpoint as an input pin.
- The run puts the worst-path maximum fanout at 32.
- The run gives the required time at the worst-slack endpoint as 2800 ps.
- The run gives the launching element of the worst setup path as instr_rd_addr[3].
- Traced cell by cell, the critical path runs through clkdlybuf4s50_1 -> buf_12 -> mux2_4 -> a211oi_2 -> a21oi_1 -> o22a_1 -> clkdlybuf4s50_1.
- The timing report attributes the biggest portion of critical-path delay to buffers and inverters.
- The run gives the stage delay of the slowest cell on the critical path as 520 ps.
- The critical path is of the input pin to output port type.
- The run gives the most prevalent standard cell on the critical path as sky130_fd_sc_hd__clkdlybuf4s50_1.
- Following the worst setup path forward leads to its endpoint at read_reg1[1].
- The run gives the arrival time reported for the critical path endpoint as 2680 ps.
- The run gives the total buffers and inverters traversed by the critical path as 3.
- The run puts the total number of cells along the worst setup path at 7.
- STA classifies the critical path endpoint as an output port.

Timing:
- The run gives the fmax as between 200 and 300 MHz.
- At the pin with the least slew margin, the transition time is 379.2 ps.
- The run puts the final number of hold-violating endpoints at 0.
- The run gives the tightest slew margin relative to the limit as 74.64%.
- Max-slew check failures listed in the final report amount to 0.
- The run puts the portion of the clock cycle consumed by the worst path in the final layout at 96.50%.
- The run gives the final period demand of the worst path as 3377 ps.
- The run gives the sum of negative setup slack as 0 ps.
- The run gives the count of endpoints failing setup in the final report as 0.
- The run gives the worst hold slack as ~2200 ps.

Routing:
- The run puts the via density per instance at roughly 5.1.
- The run gives the number of optimization iterations in the first detailed-route pass as 4.
- Per the detail_route report, the via count comes to 1190.
- In the routed design, unresolved DRC markers number 0.
- The run puts the post-route antenna net violation count at 0.
- The run gives the total wire length after detailed routing as about 3300 um.
- After detailed routing, the average wire length per cell comes to 14.25 um.
- The run gives the DRC marker count from the first detailed-route iteration as approximately 80.
- The run puts the total antenna diodes in the routed design at 0.

Run:
- The run puts the total of max-cap violations at 0.
- The run gives the number of warnings in the stage logs as roughly 48.

Logic synthesis:
- The run gives the yosys warning tally as 1.
- The run puts the cell area after synthesis at 1114 um2.
- The run puts the portion of synthesized cell area occupied by the leading cell type at 18.88%.
- The run gives the number of distinct library cells after synthesis as 42.
- Looking at area per cell type in the netlist, the leader is sky130_fd_sc_hd__buf_4.
- The main area contributors are sky130_fd_sc_hd__buf_4 (19%), sky130_fd_sc_hd__ha_1 (15%), sky130_fd_sc_hd__a21oi_1 (5.8%).
- The run gives the area reported by Yosys stat as 1114 um2.
- The run puts the synthesized netlist cell count at 160.
- After synthesis, the design contains roughly 160 cells according to Yosys.
- The run gives the average instance area after synthesis as 6.960 um2.
- The run gives the register share after synthesis as 0%.

Global route:
- The run puts the initial antenna violation count at 0.
- The run puts the overall global routing resource usage at approximately a tenth.
- The total overflow left after global routing is 0.
- The run puts the routing usage on met1 at 14.64%.
- The run puts the global-route track usage on met3 at around 1.6%.
- The run puts the wire length of the first global-routing pass at 5582 um.
- Entering global routing, the biggest net connects 33 pins.
- The via count of the first global-routing pass is 1108.
- Global route summary, busiest routing layer listed as met2.
- The run puts the met2 layer usage reported by global route at around 16%.

Clocking:
- The run puts the post-cts hold-fix buffer tally at 0.

Floorplan:
- The floorplan step records an initial core utilization of 32.60%.
- The run puts the overall die height at around 80 um.
- The run puts the row count at 21.
- The run gives the placeable core area as 3416 um2.
- After floorplanning, the die was sized to cover 6400 um2.
- The run gives the overall die width as 80 um.
- The run gives the count of boundary I/O pins as 46.

Power and ir drop:
- Looking at the power breakdown, the clock network takes 0% of the total.
- The run puts the worst-case vdd ir drop at 63.18 uV.
- The analysis attributes to net switching a power of about 91 uW.
- The power report attributes to the combinational group a share of 100.0%.
- The run gives the switching part of the total as 39.70%.
- Cell internal power was estimated by the tool at 137.6 uW.
- The share of total power dissipated in sequential elements is 0%.
- The report lists the power per cell area as between 100 and 150 nW/um2.
- The run gives the post-layout total power as 228.2 uW.
- The run gives the static leakage power as 0.7304 nW.

Place:
- The run puts the HPWL after detailed placement at 2665 um.
- The post-placement cell area is 1515 um2.
- The number of placed instances, taps included, is 234.
- As logged by OpenROAD, the buffers inserted on ports number 42.
- The run gives the final RePlAce weighted congestion as 0.8542.

Worst hold path:
- The path class of the tightest hold or removal check is input pin to output port.
- Looking at hold timing, the worst path starts from instr_rd_addr[0].
## repair_timing
item                                    CTS  global route
pin swaps                                 0             3
endpoints found under the setup margin   24            34
buffers inserted                          0             0
hold endpoints to repair                  0             0
gates resized                             8            18
## how the worst min path moves through the flow
stage / depth (start not counted) / endpoint
4_1_cts: 3 / imm_val[1]
5_1_grt: 7 / read_reg2[2]
6_report: 7 / imm_val[2]
## power groups by stage
stage     clock network (mW)  logic, mW  registers (mW)
4_1_cts                    0      0.226               0
5_1_grt                    0      0.252               0
6_report                   0      0.228               0
## Yosys cell counts (2+ instances only)
cell type	count
sky130_fd_sc_hd__a211oi_1	5
sky130_fd_sc_hd__nor2b_1	3
sky130_fd_sc_hd__nand2b_1	2
sky130_fd_sc_hd__o21ai_1	3
sky130_fd_sc_hd__o22ai_1	2
sky130_fd_sc_hd__inv_1	9
sky130_fd_sc_hd__clkbuf_1	3
sky130_fd_sc_hd__buf_4	28
sky130_fd_sc_hd__nand2_1	14
sky130_fd_sc_hd__o21ai_0	7
sky130_fd_sc_hd__o211ai_1	2
sky130_fd_sc_hd__o32ai_1	2
sky130_fd_sc_hd__nor3b_1	2
sky130_fd_sc_hd__a211o_1	3
sky130_fd_sc_hd__mux2i_1	4
sky130_fd_sc_hd__buf_6	2
sky130_fd_sc_hd__a21o_1	2
sky130_fd_sc_hd__ha_1	13
sky130_fd_sc_hd__nor2_1	9
sky130_fd_sc_hd__o31a_1	4
sky130_fd_sc_hd__nor3_1	4
sky130_fd_sc_hd__a21oi_1	13
sky130_fd_sc_hd__buf_2	5
## metal layers
layer / part of all wire [%] / up-vias
met5: 0 / -
met4: 0.57 / 0
met3: 8.8 / 2
met2: 43 / 43
met1: 47 / 543
li1: - / 602
## worst min-delay path, stage by stage
cell	delay [ps]
sky130_fd_sc_hd__dlymetal6s2s_1	150
sky130_fd_sc_hd__inv_4	90
sky130_fd_sc_hd__ha_1	200
sky130_fd_sc_hd__nor2_1	80
sky130_fd_sc_hd__o21ai_0	140
sky130_fd_sc_hd__o31ai_4	100
sky130_fd_sc_hd__dlymetal6s2s_1	100
## cell families after synthesis
kind of cell | count (synthesis) | synth area share, %
fa+ha+maj | 13 | 14.61
buf+inv | 48 | 27.53
xor+xnor | 1 | 0.7867
mux | 6 | 6.966
compound gates | 55 | 34.38
simple gates | 37 | 15.73
## final cells by class
type	count	area, um2	area share, %
Timing Repair Buffer	66	628.1	38.70
Inverter	10	40.04	2.467
Tap cell	46	57.56	3.547
Multi-Input combinational cell	112	897.1	55.28
## per-stage QoR
stage               setup WS [ps]  utilization, %
detailed placement         -96.30           44.36
floorplan                   707.2               -
finish                      122.5           47.51
global route               -9.793           47.51
CTS                        -2.009           45.35
global placement           -67.93           44.36
Power and IR drop assume default switching activity.

## design/flow/config.mk

```make
export PLATFORM = sky130hd
export DESIGN_NAME = FtoD
export DESIGN_NICKNAME = FtoD
export VERILOG_FILES = /design/flow/design.v
export SDC_FILE = /design/flow/constraint.sdc
export NUM_CORES = 4
export LEC_CHECK = 1
export CORE_AREA = 10 10 110 110
export DIE_AREA = 0 0 120 120
```

## design/flow/constraint.sdc

```tcl
current_design FtoD

set clk_period 3.6
set clk_io_pct 0.2

create_clock -name clk0 -period $clk_period [get_ports {clk}]

set non_clock_inputs [all_inputs -no_clocks]
set_input_delay [expr $clk_period * $clk_io_pct] -clock clk0 $non_clock_inputs
set_output_delay [expr $clk_period * $clk_io_pct] -clock clk0 [all_outputs]
```

## design/flow/design.v

```verilog
`timescale 1ns / 1ps
module FtoD(
        input clk,
        input rst,
        input [9:0] comp_contr,
        input jmp_control,
        input [1:0] ldst,
        input [1:0] fetch_op,
        input [9:0] instr_addr0,
        input [9:0] imm_val0,
        input [9:0] instr0,
        input [9:0] jmp_addr0,
        input [2:0] read_reg10,
        input [2:0] read_reg20,
        input [9:0] pc_val0,
        output reg [9:0] instr_addr,
        output reg [9:0] imm_val,
        output reg [9:0] instr,
        output reg [9:0] jmp_addr,
        output reg [2:0] read_reg1,
        output reg [2:0] read_reg2,
        output reg [9:0] pc_val
    );
    always@(posedge clk) begin
    if (rst == 1 || ldst == 2'b10)begin
            imm_val = 0;
            instr = 10'b0100000000;;  
            jmp_addr = 0;
            read_reg1 = 0;
            read_reg2 = 0;
            pc_val = 0;
            instr_addr = 0;
    end
    else begin
        case (fetch_op)
            2'b00: begin
                instr_addr = instr_addr0;
                imm_val = imm_val0;
                instr = instr0;
                jmp_addr = jmp_addr0;
                read_reg1 = read_reg10;
                read_reg2 = read_reg20;
                pc_val = pc_val0;
            end
            2'b01: begin
                if(jmp_control == 1 || comp_contr == 1) begin
                    imm_val = 0;
                    instr = 10'b0100000000;
                    jmp_addr = 0;
                    read_reg1 = 0;
                    read_reg2 = 0;
                    pc_val = 0;
                end
                else begin
                    instr_addr = instr_addr0;
                    imm_val = imm_val0;
                    instr = instr0;
                    jmp_addr = jmp_addr0;
                    read_reg1 = read_reg10;
                    read_reg2 = read_reg20;
                    pc_val = pc_val0;
                end
            end
            2'b10: begin
                imm_val = 0;
                instr = 10'b0100000000;;
                jmp_addr = 0;
                read_reg1 = 0;
                read_reg2 = 0;
                pc_val = 0;           
            end
            2'b11: begin
                imm_val = 0;
                instr = 10'b1111000000;
                jmp_addr = 0;
                read_reg1 = 0;
                read_reg2 = 0;
                pc_val = 0;            
            end
        endcase
    end    
    end
endmodule
```

## design/flow/run.sh

```bash
#!/bin/bash
# OpenROAD 26Q1-2900-gdf79404cd8, Yosys 0.63+post, stock flow scripts
make -C /OpenROAD-flow-scripts/flow DESIGN_CONFIG=/design/flow/config.mk WORK_HOME=/design/flow/orfs finish
```

==> job_summary.md <==
## Implementation flow summary

| Metric | Value |
|---|---|
| H-tree depth | 2 |
| CTS resizes | 0 |
| Max_cap viols | 0 |
| Synth Seq Share | 56.7% |
| Yosys chip area | 1980 sq um |
| Clk sink count | 56 |
| Flop-to-flop setup slack | 2.95 ns |
| Slew HR | 53.7% |
| Post-place setup slack | 0.793 ns |
| Wire length per cell | 13.3 um |
| Initial antenna violation count | 0 |
| Post-Route WL | 6110 um |
| TritonCTS clock tree | yes |
| Post-synth cell types | 17 |
| Family with the most delay on the worst path | buffers and inverters |
| Top-level port count | 129 |
| Starting DRT DRC Count | 65 |
| Inserted Diodes | 0 |
| Compound Share, Synth | 11.3% |
| Skew final | 0 ns |
| Core Rows | 36 |
| Finished Cell Area | 3460 sq um |
| Cell total in the yosys stat output | 202 |
| Vias in the first global route | 1924 |
| Yosys top cell by area | dfxtp_1 |
| Ratio of cells with drive above 1 in the final layout | 6.13% |
| Post-synth top area share | 56.7% |
| DRC | 0 |
| Synthesis warning total | 1 |
| Reg2reg start | instr_addr[5] |
| Critical-path cell list | clkdlybuf4s50_1 -> inv_1 -> o21ai_4 -> buf_4 -> nor3_1 |
| Syn Std Cell Area | 1980 sq um |
| Syn Area/Cell | 9.79 sq um |
| Minimum clock period | 2.44 ns |
| Most frequent cells in the layout | 128 x clkdlybuf4s50_1, 56 x dfxtp_1, 47 x inv_1 |
| CP Data Arrival Time | 2.62 ns |
| Final GP Congestion | 0.743 |
| Die area | 14400 sq um |
| Vias after detailed routing | 1778 |
| Remaining antenna violation count after routing | 0 |
| CP startpoint | ldst[1] |
| Number of post-CTS setup repair buffers | 0 |
| # hold bufs at CTS | 0 |
| Worst-margin pin slew | 0.693 ns |
| Final WS setup | 1.16 ns |
| Top cells by area | dfxtp_1 57%, nor3_1 9.9%, inv_1 8.9% |
| Slowest CP cell | o21ai_4 |
| Worst hold slack | 0.504 ns |
| Setup-failing EPs final | 0 |
| Simple Share, Synth | 13.3% |
| HP Start | instr_addr[0] |
| Chip width | 120 um |
| Initial core utilization | 20.2% |
| Global-route wire length before repair | 9970 um |
| Height of the die | 120 um |
| Post-Synthesis Cells | 202 |
| VDD IR max | 0.166 mV |
| Late-Pin Clk Latency | 0.30 ns |
| WP data required | 3.78 ns |
| Yosys reg bits | 56 |
| Final TNS setup | 0 ns |
| TritonCTS buffer count | 5 |
| Worst-path clk slew | 0.10 ns |
| Top cell excl fill/tap | clkdlybuf4s50_1 |
| Hold Crit Class | reg -> reg |
| CTS max path bufs | 2 |
| Leak Pwr | 0.00137 uW |
| WS Path Type | in -> reg |
| GRT overflow | 0 |
| Bufs and invs on worst path | 3 |
| CP max FO | 27 |
| Synth mux share | 5.06% |
| Final hold violations | 0 |
| Non-filler cells, final | 459 |
| Tool warnings | 25 |
| XORs/XNORs by Area | 0% |
| Fmax | 410 MHz |
| Port Buf Inserts | 128 |
| Startpoint Class | input port |
| DR pass1 iterations | 4 |
| Area grow syn2layout | 75.1% |
| Largest net degree at the start of global routing | 47 |
| Synth Area in Adders | 0% |
| Main logic family | buffers and inverters |
| Vias per cell | 3.87 |
| Slowest stage delay, CP | 0.68 ns |
| Overall routing resource usage | 8.40% |
| Clock root buffer | clkbuf_8 |
| Fin crit share | 67.7% |
| Status | complete, no violations |
| Placed Area | 3360 sq um |
| Critical Path End Type | flip-flop |
| Core area | 9770 sq um |
| PwrDens | 346 nW/um^2 |
| DP HPWL | 4950 um |
| Placed Cells | 451 |
| Max-slew violation count | 0 |
| Unrepaired setup endpoints after global routing | false |
==> worst paths after layout <==
kind / to / cells past startpoint
worst max-delay path: jmp_addr[6] / 5
worst min-delay path: instr_addr[0] / 2
worst max register to register: instr_addr[5] / 2
worst min register to register: instr_addr[0] / 2
==> kinds of logic after synthesis <==
family	count (synthesis)
mux	10
simple gates	46
flops	56
buf+inv	62
compound gates	28
==> stage by stage <==
stage | power [uW] | utilization, %
finish | 1200 | 35.4
detailed placement | 863 | 34.4
global placement | 862 | 34.4
floorplan | 725 | -
global route | 1270 | 35.4
CTS | 1230 | 35.4
==> where the power goes <==
part           switching, uW  internal (uW)
sequential              7.09            642
clock                    211            143
combinational           66.7            127
==> per-layer routing <==
metal / track usage [%] / share of wire [%] / vias to the layer above
li1: - / - / 905
met1: 9.99 / 40 / 803
met2: 14.7 / 51 / 68
met3: 3.05 / 8.1 / 2
met4: 0.905 / 0.70 / 0
met5: 0 / 0 / -
==> worst reg2reg max path, delay by kind of cell (launching register included) <==
family | cells | cell delay (ns)
AND-OR/OR-AND | 1 | 0.08
multiplexers | 1 | 0.15
flip-flops | 1 | 0.36
==> final cells by class <==
class	instances	area (sq um)
clock buffers	5	68.8
flip-flops and latches	56	1120
multi-input cells	84	597
clock inverters	3	27.5
fillers	1003	6310
repair buffers	131	1300
inverters	47	176
well taps	133	166
==> registers in the layout, summed over array words and instances (netlist names) <==
register	flops
imm_val	10
instr	10
instr_addr	10
jmp_addr	10
pc_val	10
read_reg1	3
read_reg2	3
==> synthesized netlist by cell type <==
cell and n:
o211ai_1 20, a21oi_1 1, o21ai_1 1, clkbuf_1 10
or4bb_1 1, dfxtp_1 56, o2111ai_1 1, nor3_2 3
o31a_2 1, o31ai_4 1, buf_6 5, o31ai_1 3
nor3_1 39, or3_2 2, mux2i_1 10, or4_4 1
inv_1 47
No activity file was given, so power comes from the tool's default toggle rates.

--- design/flow/design.v ---
`timescale 1ns / 1ps
module RAM(
    input [9:0] alu_out, 
    input [9:0] t1,    
    input [1:0] ldst_en,
    input clk,
    output reg [9:0] ram_out
    );
    reg [9:0] memory [1023:0];
    reg [10:0] i;
    initial begin
    memory[45] = 10'h0;
    memory[46] = 10'h14;
    memory[47] = 10'h10;
    memory[48] = 10'h6a;
    memory[49] = 10'h55;
    memory[50] = 10'h55;
    memory[51] = 10'h1a2;
    memory[52] = 10'h63;
    memory[53] = 10'h14d;
    memory[54] = 10'h300;
    memory[55] = 10'hf;
    memory[56] = 10'ha1;
    memory[57] = 10'h8;
    memory[58] = 10'h1;
    memory[0] = 10'h0af;
    memory[1] = 10'h012;
    memory[2] = 10'h03d;
    memory[3] = 10'h000;
    end 
    always@ (negedge clk) begin  
        if (ldst_en == 3)
            memory[alu_out] = t1;
        else
            memory[alu_out] = memory[alu_out];
    end 
    always@ (alu_out, ldst_en) begin
    if (ldst_en == 2)
        ram_out = memory[alu_out];
    else
        ram_out = alu_out;
    end
endmodule
--- design/flow/run.sh ---
#!/bin/bash
# OpenROAD 26Q1-2900-gdf79404cd8, Yosys 0.63+post, stock flow scripts
make -C /OpenROAD-flow-scripts/flow DESIGN_CONFIG=/design/flow/config.mk WORK_HOME=/design/flow/orfs finish
--- design/flow/config.mk ---
export PLATFORM = sky130hd
export DESIGN_NAME = RAM
export DESIGN_NICKNAME = RAM
export VERILOG_FILES = /design/flow/design.v
export SDC_FILE = /design/flow/constraint.sdc
export NUM_CORES = 4
export LEC_CHECK = 1
export CORE_UTILIZATION = 50
export SYNTH_HDL_FRONTEND = slang
--- design/flow/constraint.sdc ---
current_design RAM

set clk_period 202.1
set clk_io_pct 0.2

create_clock -name clk0 -period $clk_period [get_ports {clk}]

set non_clock_inputs [all_inputs -no_clocks]
set_input_delay [expr $clk_period * $clk_io_pct] -clock clk0 $non_clock_inputs
set_output_delay [expr $clk_period * $clk_io_pct] -clock clk0 [all_outputs]
==> flow_summary.rst <==
Synthesis and place-and-route
=============================

.. list-table::
   :header-rows: 1

   * - Metric
     - Value
   * - Transition at the pin with the smallest max-transition slack
     - 1.71 ns
   * - Synthesized instance count
     - about 33000
   * - Top cell type by total area after synthesis
     - edfxtp_1
   * - TritonCTS clock tree
     - done
   * - GRT Overall Usage
     - 44.1%
   * - Power density over the cells
     - 10.5 nW/µm²
   * - DRT Pass-1 Iters
     - 9
   * - Number of buffer and inverter instances along the worst setup path
     - 17
   * - Most instantiated cells after synthesis
     - 10200 x edfxtp_1, 8069 x nor2_1, 2672 x mux2i_1, 2491 x nor3_1, 1910 x clkbuf_1
   * - Main area contributors
     - edfxtp_1 69%, nor2_1 6.7%, mux4_2 6.1%
   * - Arrival time reported for the critical path endpoint
     - 54.08 ns
   * - Max Slew Vio Count
     - 22
   * - Setup WS post-layout
     - 47.91 ns
   * - Longest individual stage delay on the worst path
     - 0.96 ns
   * - Final Setup Violations
     - 0
   * - Row cnt
     - 347
   * - Synthesized-area fraction occupied by adder cells
     - 0%
   * - Area growth syn-to-layout
     - 18.9%
   * - Vert. Die Dim
     - 949 µm
   * - Post-synthesis cell type with the largest instance count
     - edfxtp_1
   * - CTS Hold Bufs
     - 0
   * - Final wirelength
     - 1790 mm
   * - Capturing element type of the critical path
     - flip-flop
   * - CTS Root Cell
     - clkbuf_16
   * - Hold Fails Final Rpt
     - 0
   * - Failing checks
     - max-capacitance violations, max-slew violations
   * - Worst path most repeated cell
     - buf_4
   * - Max Buffers Root-to-Sink
     - 5
   * - Multiplexer share of the synthesized area
     - about an eighth
   * - Die area
     - 901000 µm²
   * - Commonest register cell after synthesis
     - edfxtp_1
   * - Total of buffers placed on input and output ports
     - 32
   * - Floorplan core area
     - between 800000 and 900000 µm²
   * - Maximum number of pins on one net before global-route repair
     - 97
   * - Clk pin slew, worst setup/hold paths
     - 0.03 ns
   * - Total standard cell area after synthesis
     - 449000 µm²
   * - Pre-CTS worst setup slack
     - ~48 ns
   * - Number of distinct standard cells referenced by the synthesized netlist
     - 78
   * - Total cell area reported by yosys after synthesis
     - 449000 µm²
   * - Crit Path Max Fanout
     - 74
   * - DRC violation count after routing
     - 0
   * - Number of global-route vias before repair
     - between 300k and 400k
   * - Largest delay share family, worst path
     - buffers and inverters
   * - Category of the critical setup timing path
     - input port to flip-flop
   * - DRT iter0 DRCs
     - 30100
   * - Post-synthesis xor/xnor area fraction
     - 0%
   * - Total Negative Setup Slacks
     - 0 ns
   * - Min-Delay Path Class
     - flip-flop to flip-flop
   * - CTS-repair resized insts
     - 0
   * - Result of the run
     - complete, but fails checks
   * - GRT Residual Overflow
     - 0
   * - Post-CTS Setup Inserts
     - 0
   * - Combinational family with the most area after synthesis
     - multiplexers
   * - Via count
     - 331000
   * - Fraction of the yosys area taken by sequential cells
     - 68.5%
   * - Leakage power of the design
     - 207 nW
   * - Post-synthesis sequential element count
     - approximately 10000
   * - Number of antenna violations at the first check in global routing
     - 219
   * - Gp weighted congestion
     - 1.03
   * - Number of sinks handled by clock tree synthesis
     - 10200
   * - Max Clock Skew
     - about 0.10 ns
   * - Number of violations of the max-capacitance limit
     - 2
   * - Count of flip-flops with a built-in enable after synthesis
     - 10200
   * - Max H-tree Level
     - 7
   * - Top cell area share
     - around two thirds
   * - Number of buffers inserted during clock tree synthesis
     - 1196
   * - HPWL Detailed
     - 1110 mm
   * - Ratio of cells with drive above 1 in the final layout
     - under 10%
   * - Post-DR vias/cell
     - 5.97
   * - Max IR drop VDD
     - 0.00972 mV
   * - Core Util at FP
     - 50.2%
   * - Width of the die
     - 949 µm
   * - Share of synthesized registers carrying an async set or reset
     - 0%
   * - Aoi/oai-family share of the synthesized area
     - 3.16%
   * - Setup repair after global routing missed its margin
     - no
   * - Number of cells in Yosys stat
     - 33400
   * - Worst path required time
     - 101.98 ns
   * - Number of warnings issued by yosys
     - 0
   * - Routed wire per std cell
     - 32.3 µm
   * - Syn_area_per_cell
     - 13.5 µm²
   * - Antenna-violating nets left
     - 0
   * - Crit path max-delay cell type
     - a22oi_1
   * - Critical Path Source Type
     - input port
   * - Worst slew margin
     - -14.1%
   * - Number of warnings in the stage logs
     - about 1000
   * - Simple logic cell fraction of the synthesized area
     - between 10% and 20%
   * - Late-Pin Clk Latency
     - 1.26 ns
   * - Number of flip-flops in the largest register
     - 10200
   * - Number of top-level pins
     - 33
   * - Wire length of the first global-routing pass
     - 2470 mm
[cells by family after synthesis]
family,Yosys count
AOI/OAI and AO/OA,2126
buffers and inverters,4697
DFF,10200
muxes,3920
and+or+nand+nor,12400
[stage by stage]
stage / cell area (µm²) / util, % / power [mW] / hold WS (ns) / cells
global route: 533000 / 59.6 / 5.90 / 1.78 / 55200
CTS: 532000 / 59.6 / 5.65 / 1.64 / 55000
finish: 533000 / 59.7 / 5.62 / 1.72 / 55500
detailed placement: 457000 / 51.1 / 3.05 / 1.64 / 42800
global placement: 457000 / 51.1 / 3.05 / 1.63 / 42800
floorplan: 449000 / - / 2.86 / 1.20 / 33400
[metal layers]
layer | wire length [µm] | vias to the layer above | GRT usage, %
met5 | 14200 | - | 16.6
met4 | 129000 | 325 | 29.0
met3 | 375000 | 5635 | 41.2
met2 | 761000 | 26000 | 54.2
met1 | 514000 | 159000 | 46.7
li1 | - | 140000 | -
[cells in the final DEF (no fill, tap or decap), types with 7 or more instances in the layout]
cell,n
inv_1,11600
edfxtp_1,10200
nor2_1,7990
mux2i_1,2672
nor3_1,2488
o22ai_1,1248
mux4_2,1225
clkbuf_16,1215
nand2_1,1152
buf_4,1112
diode_2,530
a22oi_1,523
nor4_1,280
clkinvlp_2,270
nand3_1,152
nand4_1,131
bufinv_16,115
o21ai_0,80
nor2_4,71
a21oi_1,55
buf_12,41
inv_4,36
a31oi_1,29
a211oi_1,28
a22o_1,26
a41oi_1,25
inv_6,24
clkdlybuf4s50_1,24
mux2_2,23
o211ai_1,19
a221oi_1,18
nor2b_1,12
nand2b_1,9
nor2_2,9
o21ai_1,9
clkinv_4,9
a311oi_1,8
nand4b_1,7
[worst reg2reg max path: stages, from the launching register on]
cell and delay (ns):
edfxtp_1 0.36, mux4_2 0.49, a22o_1 0.30, a221oi_1 0.58, a31oi_1 0.36, a21oi_1 0.71
nand4_1 1.23, or4_4 1.02, o22ai_4 0.14, buf_4 0.75, buf_4 0.75, buf_4 0.69
buf_4 0.69, buf_4 0.61, nor2_1 0.15
[report_power, final]
part           internal, mW  leakage, nW  switching [mW]  total (mW)
Clock                  1.50         73.1            1.36        2.86
Sequential             2.32         72.6        0.000500        2.32
Combinational        0.0696         61.2           0.358       0.428
[path summary, 6_finish.rpt]
check	from	slack (ns)	depth (start not counted)	end
setup / recovery	alu_out[1]	47.91	26	memory[4748]
hold / removal	memory[8998]	1.72	9	memory[9108]
setup reg to reg	memory[20]	192.95	14	memory[4900]
hold reg to reg	memory[8998]	1.72	9	memory[9108]
[layout make-up]
cell class	instances	area [µm²]
Tap cell	11900	14800
Inverter	1031	3880
Timing Repair Buffer	1185	9530
Multi-Input combinational cell	18400	121000
Clock inverter	11000	45000
Antenna cell	530	1330
Clock buffer	1215	30400
Sequential cell	10200	307000
Fill cell	66300	360000
No activity file was given, so power comes from the tool's default toggle rates.
